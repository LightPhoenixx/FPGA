==> flow/constraint.sdc <==
current_design top_module

set clk_period 4.4
set clk_io_pct 0.2

create_clock -name clk0 -period $clk_period [get_ports {clk}]

set non_clock_inputs [all_inputs -no_clocks]
set_input_delay [expr $clk_period * $clk_io_pct] -clock clk0 $non_clock_inputs
set_output_delay [expr $clk_period * $clk_io_pct] -clock clk0 [all_outputs]
==> flow/design.v <==
`timescale 1ns / 1ps
module top_module (
    input wire clk,              
    input wire reset,            
    output wire [3:0] led        
);
    wire slow_clk;
    clock_divider clk_div (
        .clk_in(clk),
        .reset(reset),
        .clk_out(slow_clk)
    );
    led_sequencer led_seq (
        .clk(slow_clk),
        .reset(reset),
        .led(led)
    );
endmodule
module clock_divider(
    input wire clk_in,           
    input wire reset,            
    output reg clk_out           
);
    localparam DIVISOR = 50_000_000;  
    reg [31:0] counter;
    always @(posedge clk_in or posedge reset) begin
        if (reset) begin
            counter <= 0;
            clk_out <= 0;
        end else if (counter == (DIVISOR - 1)) begin
            counter <= 0;
            clk_out <= ~clk_out;  
        end else begin
            counter <= counter + 1;
            clk_out <= clk_out;
        end
    end
endmodule
module led_sequencer(
    input wire clk,              
    input wire reset,            
    output reg [3:0] led         
);
    reg [1:0] state;
    always @(posedge clk or posedge reset) begin
        if (reset) begin
            state <= 0;
            led <= 4'b0001;
        end else begin
            case (state)
                2'd0: begin
                    led <= 4'b0001;  
                    state <= 2'd1;
                end
                2'd1: begin
                    led <= 4'b0010;  
                    state <= 2'd2;
                end
                2'd2: begin
                    led <= 4'b0100;  
                    state <= 2'd3;
                end
                2'd3: begin
                    led <= 4'b1000;  
                    state <= 2'd0;
                end
                default: begin
                    led <= 4'b0001;
                    state <= 2'd0;
                end
            endcase
        end
    end
endmodule
==> flow/run.sh <==
#!/bin/bash
# OpenROAD 26Q1-2900-gdf79404cd8, Yosys 0.63+post, stock flow scripts
make -C /OpenROAD-flow-scripts/flow DESIGN_CONFIG=/design/flow/config.mk WORK_HOME=/design/flow/orfs finish
==> flow/config.mk <==
export PLATFORM = sky130hd
export DESIGN_NAME = top_module
export DESIGN_NICKNAME = top_module
export VERILOG_FILES = /design/flow/design.v
export SDC_FILE = /design/flow/constraint.sdc
export NUM_CORES = 4
export LEC_CHECK = 1
export CORE_UTILIZATION = 30
==> summary.txt <==
impl run done, here's what came out: ratio of total power to cell area=255 nW/um^2, initial antenna violation count=0, Worst-path clk slew=0.06 ns, Area Growth Syn to Fin=11.3%, synth unique cells=39, endpoints failing setup=0, Synth top area share=around half, biggest area cells=dfrtp_1, xor2_1, xnor2_1, nand4_1, nor2_1, final hold vios=0, crit path kind=reg -> reg, outcome=finished, final reports clean, die span in y=between 80 and 90 um, row cnt=28, dominant cell type by area after synthesis=dfrtp_1, WP data arrival=2.39 ns, Vias/cell=approximately 5.0, CP endpoint kind=flop, max_cap viols=0, Remaining DRCs=0, Synthesis Warnings=2, Max Clk Rate=457 MHz, Worst-Margin Slew=0.560 ns, Tool Warnings=25, share of layout cells above drive strength 1=11.4%, final core occ=34.9%, Resized cells post-CTS=0, ANT cells=0, synthesized area per cell=approximately 11 um^2, Syn Std Cell Area=1880 um^2, # fillers=585, Lkg Pwr=a little over 0.9 nW, Floorplan Utilization=31.4%, area reported by Yosys stat=1880 um^2, sequential area share after synthesis=54.7%, CTS Buffer Depth=2, setup bufs post-CTS=0, hpwl dp=2.36 mm, Chip Area=6580 um^2, clk ins delay skew pair=0.28 ns, final setup TNS=0 ns, Max VDD drop=0.000151 V, Combinational Area=781 um^2, Routed WL=3.37 mm, # IOs=6, Starting DRT DRC Count=76, Max FO, Critical Path=8, Cells after Synth=177, Synth async-reset ratio=100%, storage element area=1030 um^2, CTS Root Cell=clkbuf_8, endpoints left unconstrained=12, DRT Pass-1 Iters=4, Crit path required time=4.60 ns, most numerous cell in the Yosys netlist=dfrtp_1, cycle use final=between 40 and 50%, RSZ-0062 raised after global routing=false, Synth flops=41, wire per inst=13.0 um, Core ar.=5990 um^2, grt ovf=0, fin crit period=2.19 ns, vias in the first global route=1263, CTS Hold Bufs=0, yosys cell count=177, relative slew slack=between 60% and 70%, number of buffers created by CTS=5, worst reg2reg setup slack=~2.2 ns, Commonest flop=dfrtp_1, CP Launch Type=flop, via count=1288, number of buffers added on ports=5, Hold WC Path Type=reg -> reg, die width=81.1 um, Total GRT Usage=a little under an eighth, Worst Clk Skew=0.00418 ns, post-route ant nets=0, register pins left without a clock=8, top cells by count=dfrtp_1, nor2_1, xor2_1, first-pass GRT wire length=5.80 mm, H-tree depth=2, RePlAce Congestion=around 0.88, maximum number of pins on one net before global-route repair=42, CTS tree=done, Final Max Tran Viols=0, EDFF count, synth=0
power by group:
group / internal [mW] / leakage [nW] / switching [mW]
Clock: 0.124 / 0.0443 / 0.0966
Sequential: 0.304 / 0.556 / 0
Combinational: 0.00142 / 0.318 / 0.00696
Total: 0.429 / 0.918 / 0.104
per-layer routing:
layer | wire [um] | track usage, % | vias up | share of wire, %
met3 | 87 | 2.51 | 5 | 2.6
met2 | 1520 | 17.7 | 16 | 45
met5 | 0 | 0 | - | 0
met4 | 31 | 1.25 | 0 | 0.92
li1 | - | - | 638 | -
met1 | 1730 | 17.8 | 629 | 51
cells by family (layout without fill, tap and decap cells):
family | after synthesis | count (layout) | share of synthesized area [%]
fa+ha+maj | 1 | 1 | 0.666
flops | 41 | 41 | 54.7
mux | 1 | 1 | 0.533
xor+xnor | 21 | 21 | 9.79
compound gates | 20 | 20 | 6.39
buf+inv | 16 | 23 | 3.73
simple gates | 77 | 77 | 24.2
final cells by class:
cell class | count | area share, %
well taps | 75 | 4.49
multi-input cells | 120 | 37.3
inverters | 8 | 1.44
flip-flops and latches | 41 | 49.2
repair buffers | 8 | 3.47
clock buffers | 7 | 4.13
sequential cells by signal, summed over array words and instances, names as in the netlist:
| signal | count |
|---|---|
| clk_div.counter | 32 |
| led_seq.led | 4 |
| led_seq.state | 4 |
| clk_div.clk_out | 1 |
worst max-delay path, stage by stage, from the launching register on:
cell and delay (ns):
dfrtp_1 0.45, nand4_1 0.31, or3_1 0.49, nor3_2 0.45, buf_4 0.27, xor2_1 0.14
cells in the final DEF (no fill, tap or decap), types with 3 or more instances in the layout:
cell / count
nor3_1: 4
nor2_1: 15
a21oi_1: 8
inv_1: 8
nor4_1: 8
nand3_1: 9
dfrtp_1: 39
o21ai_0: 5
clkbuf_8: 6
xnor2_1: 9
xor2_1: 12
buf_4: 3
nand4_1: 11
clkdlybuf4s50_1: 5
nand2_1: 7
or3_1: 4
stage by stage:
step | total power [mW] | setup WS, ns | cells | hold WS (ns) | instance area (um^2)
2_1_floorplan | 0.315 | 2.35 | 177 | 0.436 | 1880
4_1_cts | 0.542 | 2.20 | 259 | 0.481 | 2090
3_5_place_dp | 0.318 | 2.23 | 252 | 0.469 | 2010
5_1_grt | 0.555 | 2.02 | 259 | 0.508 | 2090
6_report | 0.532 | 2.21 | 259 | 0.481 | 2090
3_3_place_gp | 0.318 | 2.27 | 252 | 0.469 | 2010
final timing paths:
check / to / cells after the start / from
max: clk_div.clk_out$_DFFE_PP0N_ / 5 / clk_div.counter[12]$_DFF_PP0_
min: clk_div.counter[31]$_DFF_PP0_ / 1 / clk_div.counter[31]$_DFF_PP0_
max reg2reg: clk_div.clk_out$_DFFE_PP0N_ / 5 / clk_div.counter[12]$_DFF_PP0_
min reg2reg: clk_div.counter[31]$_DFF_PP0_ / 1 / clk_div.counter[31]$_DFF_PP0_
max in group asynchronous: clk_div.counter[14]$_DFF_PP0_ / 3 / reset
min in group asynchronous: clk_div.counter[21]$_DFF_PP0_ / 3 / reset
Power and IR drop assume default switching activity.
